==> design.v <==
`timescale 1ns / 1ps
module DRUMk_M_N_s (a, b, r);
parameter k = 6;
parameter n = 16;
parameter m = 16;
input [(n-1):0] a;
input [(m-1):0] b;
output [(n+m)-1:0] r;
wire [(n-1):0] a_temp;
wire [(m-1):0] b_temp;
wire out_sign;
wire [(n+m)-1:0] r_temp;
assign a_temp=(a[n-1]==1'b1)? ~a:a;
assign b_temp=(b[m-1]==1'b1)? ~b:b;
assign out_sign=a[n-1] ^ b[m-1];
dsmk_mn #(k, n, m) U1 (.a(a_temp), .b(b_temp), .r(r_temp));
assign r=(out_sign)?~r_temp:r_temp;
endmodule
module dsmk_mn(a, b, r);
parameter k_in = 6;
parameter n_in = 16;
parameter m_in = 16;
input [n_in-1:0] a;
input [m_in-1:0] b;
output [(n_in+m_in)-1:0] r;
wire [$clog2(n_in)-1:0] k1;
wire [$clog2(m_in)-1:0] k2;
wire [k_in-3:0] m,n;
wire [n_in-1:0] l1;
wire [m_in-1:0] l2;
wire [(k_in*2)-1:0] tmp;
wire [$clog2(m_in)-1:0] p;
wire [$clog2(m_in)-1:0] q;
wire [$clog2(m_in):0]sum;
wire [k_in-1:0]mm,nn;
LOD_k #(k_in, n_in) u1(.in_a(a),.out_a(l1));	 
LOD_k #(k_in, m_in) u2(.in_a(b),.out_a(l2));	 
P_Encoder_k #(k_in, n_in) u3(.in_a(l1), .out_a(k1));	 
P_Encoder_k #(k_in, m_in) u4(.in_a(l2), .out_a(k2));	 
Mux_16_3_k #(k_in, n_in) u5(.in_a(a), .select(k1), .out(m));	 
Mux_16_3_k #(k_in, m_in) u6(.in_a(b), .select(k2), .out(n));	 
assign p=(k1>(k_in-1))?k1-(k_in-1):0;
assign q=(k2>(k_in-1))?k2-(k_in-1):0;
assign mm=(k1>k_in-1)?({1'b1,m,1'b1}):a[k_in-1:0];
assign nn=(k2>k_in-1)?({1'b1,n,1'b1}):b[k_in-1:0];
assign tmp=mm*nn;
assign sum=p+q;
Barrel_Shifter_k_mn #(k_in, n_in, m_in) u7(.in_a(tmp), .count(sum), .out_a(r));
endmodule
module LOD_k (in_a, out_a);
parameter k_in = 6;
parameter n_in = 16;
input [n_in-1:0]in_a;
output reg [n_in-1:0]out_a;
integer k,j;
reg [n_in-1:0]w;
always @(*)
    begin
        out_a[n_in-1]=in_a[n_in-1];
        w[n_in-1]=in_a[n_in-1]?0:1;
        for (k=n_in-2;k>=0;k=k-1)
	        begin
	        w[k]=in_a[k]?0:w[k+1];
	        out_a[k]=w[k+1]&in_a[k];
	        end
	end
endmodule
module P_Encoder_k (in_a, out_a);
parameter k_in = 6;
parameter n_in = 16;
input [n_in-1:0]in_a;
output reg [$clog2(n_in)-1:0]out_a;
integer i;
    always @* begin
        out_a = 0;
        for (i=n_in-1; i>=0; i=i-1)
            if (in_a[i]) out_a = i[$clog2(n_in)-1:0];
    end
endmodule
module Barrel_Shifter_k_mn (in_a, count, out_a);
parameter k_in = 6;
parameter n_in = 16;
parameter m_in = 16;
input [$clog2(m_in):0]count;
input [(k_in*2)-1:0]in_a;
output [(n_in+m_in)-1:0]out_a;
wire [(n_in + m_in)-1:0] tmp;
assign tmp = {{((n_in + m_in)-(k_in*2)){1'b0}}, in_a};
assign out_a=(tmp<<count);
endmodule
module Mux_16_3_k (in_a, select, out);
parameter k_in = 6;
parameter n_in = 16;
input [$clog2(n_in)-1:0]select;
input [n_in-1:0]in_a;
output reg [k_in-3:0]out;
integer i;
always @(*) begin
    for (i = k_in;i<(n_in);i=i+1) begin :mux_gen_block
        if (select == i[$clog2(n_in)-1:0])
            out = in_a[i-1 -: k_in-2];
    end
end
endmodule
==> run.sh <==
#!/bin/bash
# OpenROAD 26Q1-2900-gdf79404cd8, Yosys 0.63+post, stock flow scripts
make -C /OpenROAD-flow-scripts/flow DESIGN_CONFIG=/design/flow/config.mk WORK_HOME=/design/flow/orfs finish
==> config.mk <==
export PLATFORM = sky130hd
export DESIGN_NAME = DRUMk_M_N_s
export DESIGN_NICKNAME = DRUMk_M_N_s
export VERILOG_FILES = /design/flow/design.v
export SDC_FILE = /design/flow/constraint.sdc
export NUM_CORES = 4
export LEC_CHECK = 1
export CORE_UTILIZATION = 50
==> constraint.sdc <==
current_design DRUMk_M_N_s

set clk_period 15.6
set clk_io_pct 0.2

create_clock -name clk0 -period $clk_period

set non_clock_inputs [all_inputs -no_clocks]
set_input_delay [expr $clk_period * $clk_io_pct] -clock clk0 $non_clock_inputs
set_output_delay [expr $clk_period * $clk_io_pct] -clock clk0 [all_outputs]
==> run notes <==
run results: # diodes 0, net switching power 463 uW, DRT iter0 DRCs 462, most common cell in the netlist nor2_1, IO Pins 64, Area Growth Syn to Fin 11.4%, WP data arrival 11.85 ns, Yosys Instances 835, slowest CP cell or4_4, Req. time, crit path 12.48 ns, Top cell area share 9.60%, combinational fraction of design power 99.4%, global-route wire length before repair 27,300 um, vias per std cell 6.25, Yosys Chip Area 5570 um^2, row count 38, setup_tns 0 ns, fin crit share 95.9%, crit path kind input port to output port, initial antenna violation count 0, core area 10,800 um^2, dominant register cell dlxtn_1, Distinct cells, synth 87, synth top area cells xnor2_1 9.6%, ha_1 7.2%, nor2_1 6.5%, Die W 108 um, largest net degree at the start of global routing 34, endpoints left unconstrained 8, Hold WC Path Type input port to output port, Slew Viols, Final 0, via count 6,146, antenna viol nets, final 0, CP Capture Type output port, Power Density 140 nW/um^2, drt wl/cell 16.3 um, FMAX 66.8 MHz, post-synthesis instance total 835, Total Routing Usage GR 29.3%, Seq pwr share 0.6%, critical path's largest stage delay 0.61 ns, max_cap viols 0, hpwl dp 12,600 um, Port Buffers 64, unrepaired setup endpoints after global routing false, Final min period 14.97 ns, Hold Buf Count CTS 0, status completed, Post-Place Setup Slack 0.606 ns, register pins left without a clock 8, GP Congestion 0.948, Clock power frac 0%, Startpoint Class input port, Routed WL 16,100 um, P_leak 2.47 nW, Synth Warn # 3, warning total across the stage logs 39, worst-margin pin slew 0.834 ns, Initial Util 51.3%, setup repair bufs after CTS 0, endpoints failing hold 0, hold slack 7.43 ns, chip area 11,600 um^2, Pre-antenna DRT Iters 5, syn avg cell area 6.67 um^2, total global routing overflow 0, Worst Setup Slack, final 0.633 ns, Net Sw Frac 53.3%, DRC Markers 0, setup violators final 0, vias in the first global route 5,399, Die Ht 108 um, crit-path max FO 13, Max-Slew Margin vs Limit 44.4%, total internal power 406 uW, Async S/R FF share, synth 0%, mapped cell area 5570 um^2, most frequent cells after synthesis 97 x nor2_1, 87 x nand2_1, 67 x inv_1, 61 x xnor2_1, 49 x clkbuf_1, Flops after synth 8, Yosys top cell by area xnor2_1, share of cells above drive strength 1 5.22%, Peak supply drop 0.000146 V, flip-flops with a built-in enable 0
flip-flops by register name (all words and copies together), names as in the netlist:
register / count
U1.u6.out: 4
U1.u5.out: 4
worst max-delay path: cells and delay by family:
family	cells	cell delay, ns
and+or+nand+nor	8	2.13
xor gates and xnor gates	1	0.13
AOI/OAI and AO/OA	8	2.33
adders and majority gates	5	2.26
muxes	2	0.67
buffers and inverters	5	1.19
routing by layer:
metal	global-route usage [%]	vias to the layer above	routed length, um
met5	0	-	0
met4	1.76	0	66
met3	1.73	6	1120
met2	44.3	261	6930
met1	48.0	2827	7930
li1	-	3052	-
through the flow:
step / power (mW) / std cells / util (%) / area, um^2
2_1_floorplan: 0.588 / 835 / - / 5570
3_3_place_gp: 0.853 / 983 / 57.1 / 6190
3_5_place_dp: 0.854 / 983 / 57.1 / 6190
4_1_cts: 0.859 / 983 / 57.1 / 6190
5_1_grt: 0.963 / 983 / 57.2 / 6200
6_report: 0.868 / 983 / 57.2 / 6200
cell usage in the layout (no fill, tap or decap), types with 8 or more instances in the layout:
cell / instances
nor2_1: 97
nand2_1: 87
inv_1: 67
clkdlybuf4s50_1: 62
xnor2_1: 59
a21oi_1: 41
o21ai_0: 38
ha_1: 32
o22ai_1: 21
nand3_1: 20
fa_1: 18
a211oi_1: 17
a31oi_1: 15
o221ai_1: 15
o21ai_1: 14
mux2i_1: 12
o21a_1: 12
xor2_1: 11
nor3_1: 10
a221oi_1: 10
buf_4: 10
dlxtn_1: 8
o31ai_1: 8
a22oi_1: 8
cell type report:
| cell class | count | area [um^2] |
|---|---|---|
| Fill cell | 1039 | 4640 |
| Inverter | 68 | 255 |
| Timing Repair Buffer | 74 | 706 |
| Sequential cell | 8 | 120 |
| Multi-Input combinational cell | 693 | 4940 |
| Tap cell | 140 | 175 |
path summary, 6_finish.rpt:
kind | cells past startpoint | end | from | slack [ns]
max | 29 | r[28] | b[13] | 0.63
min | 4 | r[0] | b[15] | 7.43
cell families (layout without fill, tap and decap cells):
group                    after synthesis  count (layout)  synth area share (%)
AND-OR/OR-AND                        277             277                  35.9
XOR/XNOR                              72              72                  11.3
adder cells (fa/ha/maj)               50              50                  13.7
buffers and inverters                134             142                  9.42
latches                                8               8                  2.16
multiplexers                          19              19                  4.59
AND/OR/NAND/NOR                      275             275                  22.9
power by group through the flow:
stage	logic, mW	clock network, mW	registers [mW]
CTS	0.853	0	0.00558
global route	0.957	0	0.00576
finish	0.863	0	0.00558
repair_timing:
action | 4_1_cts | 5_1_grt
setup endpoints to repair | 0 | 8
hold endpoints to repair | 0 | 0
gates resized | 0 | 2
Power is estimated from default activity; no workload was simulated.
