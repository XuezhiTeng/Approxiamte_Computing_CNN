<file path="flow/run.sh">
#!/bin/bash
# OpenROAD 26Q1-2900-gdf79404cd8, Yosys 0.63+post, stock flow scripts
make -C /OpenROAD-flow-scripts/flow DESIGN_CONFIG=/design/flow/config.mk WORK_HOME=/design/flow/orfs finish
</file>
<file path="flow/config.mk">
export PLATFORM = sky130hd
export DESIGN_NAME = LOD
export DESIGN_NICKNAME = LOD
export VERILOG_FILES = /design/flow/design.v
export SDC_FILE = /design/flow/constraint.sdc
export NUM_CORES = 4
export LEC_CHECK = 1
export CORE_AREA = 10 10 70 70
export DIE_AREA = 0 0 80 80
</file>
<file path="flow/design.v">
module DRUM4_16_u(a, b, r);
input [15:0]a,b;
output [31:0]r;
wire [3:0]k1,k2;
wire [1:0]m,n;
wire [15:0]l1,l2;
wire [7:0]tmp;
wire [3:0]p,q;
wire [4:0]sum;
wire [3:0]mm,nn;
LOD u1(.in_a(a),.out_a(l1));
LOD u2(.in_a(b),.out_a(l2));
P_Encoder u3(.in_a(l1), .out_a(k1));
P_Encoder u4(.in_a(l2), .out_a(k2));
ux_16_3 u5(.in_a(a), .select(k1), .out(m));
ux_16_3 u6(.in_a(b), .select(k2), .out(n));
assign p=(k1>3)?k1-3:0;
assign q=(k2>3)?k2-3:0;
assign mm=(k1>3)?({1'b1,m,1'b1}):a[3:0];
assign nn=(k2>3)?({1'b1,n,1'b1}):b[3:0];
assign tmp=mm*nn;
assign sum=p+q;
Barrel_Shifter u7(.in_a(tmp), .count(sum), .out_a(r));
endmodule
module LOD (in_a, out_a);
input [15:0]in_a;
output reg [15:0]out_a;
integer k,j;
reg [15:0]w;
always @(*)
    begin
        out_a[15]=in_a[15];
        w[15]=in_a[15]?0:1;
        for (k=14;k>=0;k=k-1)
	        begin
	        w[k]=in_a[k]?0:w[k+1];
	        out_a[k]=w[k+1]&in_a[k];
	        end
	end
endmodule
module P_Encoder (in_a, out_a);
input [15:0]in_a;
output reg [3:0]out_a;
always @(*)
begin
	case(in_a)
	16'h0001: out_a=4'h0;
	16'h0002: out_a=4'h1;
	16'h0004: out_a=4'h2;
	16'h0008: out_a=4'h3;
	16'h0010: out_a=4'h4;
	16'h0020: out_a=4'h5;
	16'h0040: out_a=4'h6;
	16'h0080: out_a=4'h7;
	16'h0100: out_a=4'h8;
	16'h0200: out_a=4'h9;
	16'h0400: out_a=4'ha;
	16'h0800: out_a=4'hb;
	16'h1000: out_a=4'hc;
	16'h2000: out_a=4'hd;
	16'h4000: out_a=4'he;
	16'h8000: out_a=4'hf;
	default: out_a=4'h0;
	endcase
end
endmodule
module Barrel_Shifter (in_a, count, out_a);
input [4:0]count;
input [7:0]in_a;
output [31:0]out_a;
assign out_a=(in_a<<count);
endmodule
module Mux_16_3 (in_a, select, out);
input [3:0]select;
input [15:0]in_a;
output reg [1:0]out;
always @(*)
begin
	case(select)
    4'h4: begin out={in_a[3],in_a[2]}; end
    4'h5: begin out={in_a[4],in_a[3]}; end
	4'h6: begin out={in_a[5],in_a[4]}; end
	4'h7: begin out={in_a[6],in_a[5]}; end
	4'h8: begin out={in_a[7],in_a[6]}; end
	4'h9: begin out={in_a[8],in_a[7]}; end
	4'ha: begin out={in_a[9],in_a[8]}; end
	4'hb: begin out={in_a[10],in_a[9]}; end
	4'hc: begin out={in_a[11],in_a[10]}; end
	4'hd: begin out={in_a[12],in_a[11]}; end
	4'he: begin out={in_a[13],in_a[12]}; end
	4'hf: begin out={in_a[14],in_a[13]}; end
	default: begin out=2'b00; end
	endcase
end
endmodule
</file>
<file path="flow/constraint.sdc">
current_design LOD

set clk_period 4.1
set clk_io_pct 0.2

create_clock -name clk0 -period $clk_period

set non_clock_inputs [all_inputs -no_clocks]
set_input_delay [expr $clk_period * $clk_io_pct] -clock clk0 $non_clock_inputs
set_output_delay [expr $clk_period * $clk_io_pct] -clock clk0 [all_outputs]
</file>
==> summary.txt <==
flow finished, numbers: status completed, worst-margin pin slew between 0.3 and 0.4 ns, Core Util, Final 0.179, most numerous logic cell after layout clkdlybuf4s50_1, Initial Util 0.0758, Leak between 0.00015 and 0.0002 uW, Setup crit end kind output pin, DP Area around 600 sq um, most numerous logic cells after layout 32 x clkdlybuf4s50_1, 7 x nor4_2, 3 x inv_1, 3 x nand2b_1, 3 x or4b_2, hold buffers post-CTS 0, initial antenna violation count 0, setup TNS 0 ns, worst hold slack 2.56 ns, DRC Markers 0, via count 374, WS Path Type input port to output pin, tool warnings 32, pre-CTS WS about 0.39 ns, RSZ-0062 raised after global routing false, # port buffers 32, Unique cell types 15, largest net degree at the start of global routing 13, Area Overhead vs Synth 137%, Power Density 52.8 nW/um^2, crit path DRT 3.28 ns, CP Launch Type input port, Placer Congestion 0.760, number of setup violations in the final report 0, fmax 0.270 GHz, vias in the first global route between 300 and 400, IO Pins 32, gr ovfl total 0, global-route wire length before repair 1.90 mm, vertical die size around 80 um, Max rail drop VDD 0.0251 mV, Critical Path End out_a[1], post_cts resized 0, fraction of final layout cells sized beyond drive strength 1 0.200, flop count 0, Slew headroom 0.741, post-synthesis cell count 31, post-synthesis sequential area ratio 0, Yosys Chip Area 259 sq um, average size of a mapped cell 8.35 sq um, CP arrival 2.88 ns, die area approximately 6400 sq um, WL per Instance 11.9 um, DR vias/cell 3.53, Die Width approximately 80 um, Core Area 3420 sq um, cycle use final 0.904, final number of hold-violating endpoints 0, Max-Cap Viols 0, Slew Viols, Final 0, n_diodes 0, mapped cell area 259 sq um, buffer count from post-CTS setup fixing 0, yosys cell count 31, Critical Path Fanout Max 8, DR iter-0 viols 4, total track usage 0.0360, Design Area, Final 613 sq um, drt first pass iters 2, Yosys warnings 1, clock buffers 0, setup slack after layout 0.395 ns, worst setup path start in_a[11], hold crit path type input port to output pin, Rows 21, routed wire length 1.26 mm, post-route ant nets 0, min cycle time layout 3.70 ns, register area 0 sq um
==> cells by family after synthesis <==
family	count (synthesis)	synth area share
buffers and inverters	6	0.135
AND/OR/NAND/NOR	25	0.865
==> worst max-delay path, cell delays in order <==
cell             delay (ns)
clkdlybuf4s50_1        0.48
or4_1                  0.75
nor4_2                 0.31
clkdlybuf4s50_1        0.52
==> metrics by stage <==
stage                     total power [uW]  instances
after global routing                  35.0        106
after CTS                             32.6        106
after global placement                31.8        106
final                                 32.4        106
after floorplan                       8.90         31
after detailed placement              32.3        106
==> Yosys cell counts <==
library cell | n | share of area
or3b_2 | 1 | 0.034
inv_1 | 3 | 0.043
nor4b_1 | 2 | 0.068
nand2b_1 | 3 | 0.072
buf_2 | 1 | 0.019
or4_4 | 1 | 0.043
nor3_1 | 2 | 0.039
buf_4 | 1 | 0.029
nor3b_1 | 2 | 0.058
nor2_1 | 1 | 0.014
nor2b_1 | 1 | 0.024
nor4_2 | 7 | 0.34
buf_6 | 1 | 0.043
or4_1 | 2 | 0.058
or4b_2 | 3 | 0.12
==> how the worst min path moves through the flow <==
stage                 slack, ns   endpoint      from  depth (start not counted)
after CTS                  2.57  out_a[15]  in_a[15]                          2
after global routing       2.60  out_a[15]  in_a[15]                          2
final                      2.56  out_a[15]  in_a[15]                          2
==> power by group <==
group / internal (uW) / total, uW / switching, uW
clock network: 0 / 0 / 0
registers: 0 / 0 / 0
logic: 20.9 / 32.4 / 11.5
==> layout make-up <==
cell class,count,area (sq um)
fill,400,2800
multi-input combinational,25,224
tap,46,57.6
timing repair buffer,32,320
inverter,3,11.3
==> layer usage <==
layer  GRT usage  wire length (um)  up-vias
met4           0                 0        0
li1            -                 -      182
met1      0.0514               601      162
met3      0.0364               289        0
met5           0                 0        -
met2      0.0369               366       30
Power figures rest on the tool's default switching activity, not on a simulated workload.
