==> flow/design.v <==
module RxFIFO (
	PSEL,            
	PWRITE,			 
	RxDATA,			 
	CLEAR_B,		 
	PCLK,			 
	RECV,			 
	PRDATA,			 
	SSPRXINTR,		 
	VALID            
	);
	input PSEL, PWRITE, CLEAR_B, PCLK, RECV;
	input [7:0] RxDATA;
	output [7:0] PRDATA;
	output SSPRXINTR, VALID;	
	reg [1:0] wp;		 
	reg [1:0] rp;		 
	reg [7:0] mcell0, mcell1, mcell2, mcell3;  
	reg flag0, flag1, flag2, flag3;		 
	reg [7:0] PRDATA;
	wire full, empty;	 
	wire wre, rde;       
	assign full = (flag3 && flag2 && flag1 && flag0);
	assign empty = (!flag3 && !flag2 && !flag1 && !flag0);
	assign SSPRXINTR = full;
	assign rde = (PSEL && !PWRITE && !empty);
	assign wre = (RECV && VALID);
	assign VALID = !full;
	always @ (posedge PCLK)			 
	begin	
		if (CLEAR_B == 0)			  	 
		begin
			wp <= 2'b00;
			mcell0 <= 'bx;
			mcell1 <= 'bx;
			mcell2 <= 'bx;
			mcell3 <= 'bx;			
		end
		else if (wre)           	 
			begin
				case (wp)
				2'b00: 
					begin
					mcell0 <= RxDATA;
					wp <= (wp + 1);
					end
				2'b01: 
					begin
					mcell1 <= RxDATA;
					wp <= (wp + 1);
					end
				2'b10: 
					begin
					mcell2 <= RxDATA;
					wp <= (wp + 1);
					end
				2'b11: 
					begin
					mcell3 <= RxDATA;
					wp <= 0;
					end
				endcase
			end				
	end				
	always @ (posedge PCLK)        
	begin
	if (CLEAR_B == 0)
		begin
			rp <= 2'b00;
			PRDATA <= 'bz;
		end
		else if (PWRITE)
			PRDATA <= 'bz;
		else if (rde)
		begin
			case (rp)
				2'b00: 
					begin
					PRDATA <= mcell0;
					rp <= (rp + 1);
					end
				2'b01: 
					begin
					PRDATA <= mcell1;
					rp <= (rp + 1);
					end
				2'b10: 
					begin
					PRDATA <= mcell2;
					rp <= (rp + 1);
					end
				2'b11: 
					begin
					PRDATA <= mcell3;
					rp <= 0;
					end
			endcase
		end
	end	
	always @ (posedge PCLK)
	begin
	if (CLEAR_B == 0)
	begin
	flag0 <= 0;
	flag1 <= 0;
	flag2 <= 0;
	flag3 <= 0;
	end
	else 
		begin
		if (wre)
		begin
		case (wp)
			2'b00: flag0 <= 1;
			2'b01: flag1 <= 1;
			2'b10: flag2 <= 1;
			2'b11: flag3 <= 1;
		endcase
		end
		if (rde)
			begin
			case (rp)
				2'b00: flag0 <= 0;
				2'b01: flag1 <= 0;
				2'b10: flag2 <= 0;
				2'b11: flag3 <= 0;
			endcase
			end
		end
	end	
endmodule
module RxLogic (
	PCLK,			 
	CLEAR_B,		 
	VALID,			 
	SSPRXD,			 
	SSPFSSIN,		 
	SSPCLKIN,		 
	RxDATA,			 
	RECV				 
	);
	input PCLK, CLEAR_B, VALID, SSPRXD, SSPFSSIN, SSPCLKIN;
	output [7:0] RxDATA;
	output RECV;
	reg [3:0] state;
	reg RECV, cnt;
	reg [7:0] RxDATA_temp;
	reg [7:0] RxDATA;
	always @ (posedge PCLK) 			 
		begin
		if (!CLEAR_B)
			begin
			RECV <= 0;
			cnt <= 0;
			end
		else if (VALID) 
		begin
		if (state == 0)
			begin
				if (!cnt)
				begin
				cnt <= ~cnt;
				RECV <= 0;
				end
					else
					begin
						cnt <= ~cnt;
						RECV <= 1;
					end
			end
			else
				begin
				RECV <= 0;
				end
		end		
		end
	always @ (posedge SSPCLKIN)  
			begin
			case (state)
			4'b1000:       
			begin
				if (VALID)
				begin
				state <= 1;
				RxDATA_temp [7] <= SSPRXD;
				end
				else
				state <= 0;
			end
			4'b0000:
			begin
				if (VALID)
				begin
				state <= (state + 1);
				RxDATA <= RxDATA_temp;
				RxDATA_temp [7] <= SSPRXD;
				end
			end
			4'b0001:
			begin
				state <= (state + 1);
				RxDATA_temp [6] <= SSPRXD;
			end				
			4'b0010:
			begin
				state <= (state + 1);
				RxDATA_temp [5] <= SSPRXD;
			end							
			4'b0011:
			begin
				state <= (state + 1);
				RxDATA_temp [4] <= SSPRXD;
			end							
			4'b0100:
			begin
				state <= (state + 1);
				RxDATA_temp [3] <= SSPRXD;
			end							
			4'b0101:
			begin
				state <= (state + 1);
				RxDATA_temp [2] <= SSPRXD;
			end							
			4'b0110:
			begin
				state <= (state + 1);
				RxDATA_temp [1] <= SSPRXD;
			end							
			4'b0111:      
			begin
				if (SSPFSSIN)
				begin
				state <= 0;
				RxDATA_temp [0] <= SSPRXD;
				end
				else begin
					state <= (state + 1);
					RxDATA_temp [0] <= SSPRXD;
					end
			end	
			default: begin
					if (SSPFSSIN)
					state <= 4'b1000;
					else state <= 'bx;
					end
		endcase
		end
endmodule
module SSP(
    input PCLK,
    input CLEAR_B,
    input PSEL,
    input PWRITE,
    input [7:0] PWDATA,
    input SSPCLKIN,
    input SSPFSSIN,
    input SSPRXD,
    output [7:0] PRDATA,
    output SSPOE_B,
    output SSPTXD,
    output SSPCLKOUT,
    output SSPFSSOUT,
    output SSPTXINTR,
    output SSPRXINTR
    );
	wire [7:0] TxDATA;
	wire [7:0] RxDATA;
	wire valid1, valid2, SENT, RECV;
TxFIFO TxFIFO_tester (.PSEL(PSEL), .PWRITE(PWRITE), .PWDATA(PWDATA), .CLEAR_B(CLEAR_B), .PCLK(PCLK), .SENT(SENT), .TxDATA(TxDATA), .SSPTXINTR(SSPTXINTR), .VALID(valid1));
TxLogic TxLogic_tester (.PCLK(PCLK), .CLEAR_B(CLEAR_B), .VALID(valid1), .TxDATA(TxDATA), .SSPOE_B(SSPOE_B), .SSPTXD(SSPTXD), .SSPFSSOUT(SSPFSSOUT), .SSPCLKOUT(SSPCLKOUT),.SENT(SENT));
RxFIFO RxFIFO_tester (.PSEL(PSEL), .PWRITE(PWRITE), .RxDATA(RxDATA), .CLEAR_B(CLEAR_B), .PCLK(PCLK), .RECV(RECV), .PRDATA(PRDATA), .SSPRXINTR(SSPRXINTR), .VALID(valid2));
RxLogic RxLogic_tester (.PCLK(PCLK), .CLEAR_B(CLEAR_B), .VALID(valid2), .SSPRXD(SSPRXD), .SSPFSSIN(SSPFSSIN), .SSPCLKIN(SSPCLKIN), .RxDATA(RxDATA), .RECV(RECV));
endmodule
module TxFIFO (
	PSEL,            
	PWRITE,			 
	PWDATA,			 
	CLEAR_B,		 
	PCLK,			 
	SENT,			 
	TxDATA,			 
	SSPTXINTR,		 
	VALID            
	);
	input PSEL, PWRITE, CLEAR_B, PCLK, SENT;
	input [7:0] PWDATA;
	output [7:0] TxDATA;
	output SSPTXINTR, VALID;	
	reg [1:0] wp;		 
	reg [1:0] rp;		 
	reg [7:0] mcell0, mcell1, mcell2, mcell3;  
	reg flag0, flag1, flag2, flag3;		 
	reg [7:0] TxDATA;
	wire full, empty;	 
	wire wre, rde;       
	assign full = (flag3 && flag2 && flag1 && flag0);
	assign empty = (!flag3 && !flag2 && !flag1 && !flag0);
	assign SSPTXINTR = full;
	assign wre = (PSEL && PWRITE && !full);
	assign rde = (SENT && VALID);
	assign VALID = !empty;
	always @ (posedge PCLK)			 
	begin	
		if (CLEAR_B == 0)			  	 
		begin
			wp <= 2'b00;
			mcell0 <= 'bx;
			mcell1 <= 'bx;
			mcell2 <= 'bx;
			mcell3 <= 'bx;			
		end
		else if (wre)           	 
			begin
				case (wp)
				2'b00: 
					begin
					mcell0 <= PWDATA;
					wp <= (wp + 1);
					end
				2'b01: 
					begin
					mcell1 <= PWDATA;
					wp <= (wp + 1);
					end
				2'b10: 
					begin
					mcell2 <= PWDATA;
					wp <= (wp + 1);
					end
				2'b11: 
					begin
					mcell3 <= PWDATA;
					wp <= 0;
					end
				endcase
			end				
	end				
	always @ (posedge PCLK)        
	begin
	if (CLEAR_B == 0)
		begin
			rp <= 2'b00;
			TxDATA <= 'bx;
		end
		else if (rde)
		begin
			case (rp)
				2'b00: 
					begin
					TxDATA <= mcell0;
					rp <= (rp + 1);
					end
				2'b01: 
					begin
					TxDATA <= mcell1;
					rp <= (rp + 1);
					end
				2'b10: 
					begin
					TxDATA <= mcell2;
					rp <= (rp + 1);
					end
				2'b11: 
					begin
					TxDATA <= mcell3;
					rp <= 0;
					end
			endcase
		end
	end	
	always @ (posedge PCLK)
	begin
	if (CLEAR_B == 0)
	begin
	flag0 <= 0;
	flag1 <= 0;
	flag2 <= 0;
	flag3 <= 0;
	end
	else 
		begin
		if (wre)
		begin
		case (wp)
			2'b00: flag0 <= 1;
			2'b01: flag1 <= 1;
			2'b10: flag2 <= 1;
			2'b11: flag3 <= 1;
		endcase
		end
		if (rde)
			begin
			case (rp)
				2'b00: flag0 <= 0;
				2'b01: flag1 <= 0;
				2'b10: flag2 <= 0;
				2'b11: flag3 <= 0;
			endcase
			end
		end
	end	
endmodule
module TxLogic (
	PCLK,			 
	CLEAR_B,		 
	VALID,			 
	TxDATA,			 
	SSPOE_B,		 
	SSPTXD,			 
	SSPFSSOUT,		 
	SSPCLKOUT,		 
	SENT            
	);
	input PCLK, CLEAR_B, VALID;
	input [7:0] TxDATA;
	output SSPOE_B, SSPTXD, SSPFSSOUT, SSPCLKOUT, SENT;
	reg [3:0] state;		 
	reg  SSPOE_B, SSPTXD, SSPFSSOUT,  SSPCLKOUT, SENT, cnt, state_e, counter;
	reg [7:0] TxDATA_temp;
	always @ (posedge SSPCLKOUT)
		begin
		TxDATA_temp <= TxDATA;
		end
	always @ (posedge PCLK)			 
		begin
			if (!CLEAR_B)  SSPCLKOUT <= 0;
			else SSPCLKOUT <= ~SSPCLKOUT;
		end
	always @ (posedge PCLK)			 
		begin
			if (!CLEAR_B)
				begin
				SENT <= 0;
				cnt <= 0;
				end
			else if (state == 7 || state == 8)
				begin
				if(!cnt) 
					begin
					cnt <= ~cnt;
					SENT <= 1;
					end
					else 
						begin
						cnt <= ~cnt;
						SENT <= 0;
						end
				end
				else begin
					cnt <= 0;
					SENT <= 0;
					end
		end
	always @ (posedge PCLK)
		begin
			if (!CLEAR_B)
			begin
			state_e <= 1;
			counter <= 0;
			end
			else if (counter)
				begin
				state_e <= 0;
				counter <= 0;
				end
				else
					counter <= ~counter;
		end
	always @ (posedge SSPCLKOUT)		 
		begin
		if (state_e)
		state <= 4'b1000;
		else
		begin
		case(state)
			4'b0000: 					 
			begin 
				SSPFSSOUT <= 0; 
				state <= (state + 1); 
				SSPTXD <= TxDATA[7]; 
			end
			4'b0001: 					 
			begin
				state <= (state +1);
				SSPTXD <= TxDATA[6];
			end
			4'b0010: 					 
			begin
				state <= (state +1);
				SSPTXD <= TxDATA[5];
			end
			4'b0011: 					 
			begin
				state <= (state +1);
				SSPTXD <= TxDATA[4];
			end			
			4'b0100: 					 
			begin
				state <= (state +1);
				SSPTXD <= TxDATA[3];
			end
			4'b0101: 					 
			begin
				state <= (state +1);
				SSPTXD <= TxDATA[2];
			end
			4'b0110:					 
			begin
				state <= (state +1);
				SSPTXD <= TxDATA[1];
			end
			4'b0111: 					 
			begin
				if (VALID)
				begin
				state <= 4'b0000;
				SSPTXD <= TxDATA_temp[0];
				SSPFSSOUT <= 1;
				end
				else
				begin
				state <= (state + 1);
				SSPTXD <= TxDATA_temp[0];
				end
			end
			4'b1000:					 
			begin
				if (VALID)
				begin
				state <= 4'b0000;
				SSPFSSOUT <= 1;
				end
				else
				begin
				state <= 4'b1000;
				end
			end
		endcase
		end
		end
	always @ (posedge PCLK)
	begin
		if (state <= 7 && state >= 0)
		SSPOE_B <= 0;
		else if (state == 8)
			begin
			if (VALID)
			SSPOE_B <= 1;
			end
			else
			 SSPOE_B <= 1;
	end
endmodule
==> flow/run.sh <==
#!/bin/bash
# OpenROAD 26Q1-2900-gdf79404cd8, Yosys 0.63+post, stock flow scripts
make -C /OpenROAD-flow-scripts/flow DESIGN_CONFIG=/design/flow/config.mk WORK_HOME=/design/flow/orfs finish
==> flow/config.mk <==
export PLATFORM = sky130hd
export DESIGN_NAME = SSP
export DESIGN_NICKNAME = SSP
export VERILOG_FILES = /design/flow/design.v
export SDC_FILE = /design/flow/constraint.sdc
export NUM_CORES = 4
export LEC_CHECK = 1
export CORE_UTILIZATION = 50
==> flow/constraint.sdc <==
current_design SSP

set clk_period 2.4
set clk_io_pct 0.2

create_clock -name clk0 -period $clk_period [get_ports {PCLK}]
create_clock -name clk1 -period $clk_period [get_ports {SSPCLKIN}]

set non_clock_inputs [all_inputs -no_clocks]
set_input_delay [expr $clk_period * $clk_io_pct] -clock clk0 $non_clock_inputs
set_output_delay [expr $clk_period * $clk_io_pct] -clock clk0 [all_outputs]
==> out/metrics.csv <==
metric,value,unit
leading area contributor after synthesis,edfxtp_1,
number of global-route vias before repair,2865,
Register Area,0.003623,mm²
placer's final routability congestion estimate,0.8501,
core area,0.009955,mm²
layout cells sized above 1,0.08642,
iteration count of the initial detailed-routing pass,6,
largest net degree at the start of global routing,19,
MaxCap Viol Count,0,
Fin Hold WS,0.3871,ns
asr flop ratio synth,0,
CP Capture Type,primary output,
Mux area share,0.03458,
"Max FO, Critical Path",7,
initial antenna violation count,0,
Top Family by Delay on Critical Path,buffers and inverters,
Synth-to-Final Area Change,13.95,%
"EDFF count, synth",102,
Slew @ Worst Pin,0.6956,ns
Die H,104.1,µm
post-synth cell types,39,
Critical Path RT,1.92,ns
Dominant comb cell,AND-OR/OR-AND gates,
Antenna diodes,0,
Pleak,2.207,nW
"XOR-XNOR Cells, Area Fraction",0.003362,
Post-synth area hogs,"edfxtp_1 59%, dfxtp_1 11%, ha_1 5.8%, mux2i_1 3.5%, a222oi_1 3.3%",
Worst Skew,0.01185,ns
maximum vdd drop,0.9679,mV
Crit Reg-Reg Startpoint,RxLogic_tester.state[0],
hold_sp,RxLogic_tester.RxDATA[4],
yosys cell count,368,
Comb gate area,0.001403,mm²
Total Routing Usage GR,0.1877,
Adder Area Share,0.05764,
ao+oa area frac,0.09582,
"CTS clk-pin slew, worst paths",0.09,ns
Slew headroom,0.5320,
CP Launch Point,RxFIFO_tester.flag2,
Yosys Warn Count,6,
chip width,104.1,µm
most instantiated library cell after synthesis,edfxtp_1,
main flop type,edfxtp_1,
Final Hold Viols,0,
register pins left without a clock,7,
syn_area_per_cell,14.16,µm²
Worst Setup Path Type,flop to primary output,
DP HPWL,6130,µm
Crit path largest cell delay,0.53,ns
number of placed I/O pins,29,
chip area,0.01083,mm²
synthesis area per yosys,0.005210,mm²
mapped cell area,0.005210,mm²
CP arrival,1.67,ns
Routed wire per std cell,16.44,µm
"wirelength, routed",8844,µm
GRT overflow,0,
Finished Layout Cells,538,
Mapped Cells,368,
register area share after synthesis,0.6955,
# hold bufs at CTS,0,
CP bufs+invs,1,
Min-Delay Path Class,flop to flop,
worst-path cell chain,and4_1 -> clkdlybuf4s50_1,
outcome,"finished, final reports clean",
Commonest cells post-synth,"102 x edfxtp_1, 34 x inv_1, 31 x nand2_1, 28 x dfxtp_1, 24 x ha_1",
"slowest stage cell, crit path",clkdlybuf4s50_1,
Buffers on Ports,27,
Setup Buffers After CTS,0,
Vias/cell,5.401,
fillers,753,
Antenna Violating Nets Remaining,0,
"area share, top type",0.5879,
max-slew violations,0,
CTS tree,yes,
Placed Instances,518,
Worst setup SP type,flop,
setup_tns,0,ns
endpoints failing setup,0,
initial drt markers,209,
tool warnings,44,
global-route wire length before repair,14520,µm
"flops & latches, synth",130,
RSZ-0062 raised after global routing,false,
DR DRC count,0,
post_cts resized,0,
PwrDens,840.0,mW/mm²
Core Rows,36,
Core Density at Floorplan,0.5234,
routed via count,2906,
and+or+nand+nor area frac,0.07781,
endpoints left unconstrained,11,
==> layer usage <==
metal,GRT usage,vias to the layer above,wire (µm),share of wire
met5,0,-,0,0
met4,0.01531,0,91,0.010
met3,0.08041,7,717,0.081
met2,0.2510,97,3755,0.42
met1,0.3333,1379,4280,0.48
li1,-,1423,-,-
==> layout by cell type, fill, tap and decap left out, types with 2 or more instances in the layout <==
| master | n |
|---|---|
| xnor2_1 | 2 |
| nor2_1 | 17 |
| buf_4 | 4 |
| nor3b_1 | 2 |
| mux2i_1 | 18 |
| clkbuf_8 | 12 |
| inv_6 | 2 |
| nand2b_1 | 3 |
| o21ai_0 | 11 |
| and2_1 | 7 |
| inv_1 | 34 |
| clkdlybuf4s50_1 | 27 |
| a222oi_1 | 17 |
| edfxtp_1 | 102 |
| ha_1 | 24 |
| bufinv_16 | 3 |
| nand2_1 | 31 |
| and4_1 | 2 |
| a221oi_2 | 4 |
| dfxtp_1 | 28 |
| nand3_1 | 5 |
| or3_1 | 2 |
| nand3b_1 | 3 |
| o31ai_1 | 2 |
| nor2b_1 | 2 |
| a211oi_1 | 4 |
| a22oi_1 | 2 |
| a21oi_1 | 17 |
==> state kept, by name (all words and copies together) (netlist names), 4 cells and up <==
signal                      count
TxFIFO_tester.mcell2            8
RxFIFO_tester.mcell0            8
RxFIFO_tester.mcell2            8
RxLogic_tester.state            4
RxLogic_tester.RxDATA_temp      8
RxFIFO_tester.PRDATA            8
TxFIFO_tester.mcell0            8
RxFIFO_tester.mcell1            8
RxFIFO_tester.mcell3            8
TxLogic_tester.state            4
TxFIFO_tester.TxDATA            8
RxLogic_tester.RxDATA           8
TxFIFO_tester.mcell3            8
TxFIFO_tester.mcell1            8
==> final timing paths <==
path	end	slack, ns	depth (start not counted)
worst min register to register	RxFIFO_tester.mcell1[4]	0.39	0
worst max-delay path	SSPRXINTR	0.25	2
worst max register to register	RxLogic_tester.state[3]	0.62	5
worst min-delay path	RxFIFO_tester.mcell1[4]	0.39	0
max in group clk1	RxLogic_tester.state[3]	0.62	5
min in group clk1	RxLogic_tester.RxDATA[0]	0.42	0
==> metrics by stage <==
| stage | power [mW] | worst slack (ns) | utilization | cell area [µm²] |
|---|---|---|---|---|
| 5_1_grt | 5.237 | 0.1726 | 0.5964 | 5937 |
| 4_1_cts | 5.037 | 0.2333 | 0.5964 | 5937 |
| 3_3_place_gp | 3.497 | 0.2410 | 0.5666 | 5640 |
| 2_1_floorplan | 3.246 | 0.7148 | - | 5210 |
| 3_5_place_dp | 3.508 | 0.1907 | 0.5666 | 5640 |
| 6_report | 4.987 | 0.2476 | 0.5964 | 5937 |
==> kinds of logic (layout without fill, tap and decap cells) <==
logic type	count (synthesis)	in the layout
flops	130	130
simple gates	81	81
xor+xnor	2	2
compound gates	64	64
buf+inv	49	86
fa+ha+maj	24	24
mux	18	18
==> layout make-up <==
class                           count  share of cell area
Clock buffer                       12             0.02782
Inverter                           34             0.02150
Tap cell                          133             0.02803
Timing Repair Buffer               32             0.05395
Sequential cell                   130              0.6103
Clock inverter                      8             0.02213
Multi-Input combinational cell    189              0.2362
==> worst reg2reg max path: cells and delay by family (launching register included) <==
| family | cells | cell delay [ns] |
|---|---|---|
| compound gates | 2 | 0.37 |
| buf+inv | 1 | 0.09 |
| flops | 1 | 0.44 |
| simple gates | 1 | 0.40 |
| fa+ha+maj | 1 | 0.22 |
==> where the power goes <==
part / switching, mW / total, mW / internal (mW)
Clock: 0.707 / 1.53 / 0.822
Sequential: 0.174 / 2.92 / 2.75
Combinational: 0.291 / 0.538 / 0.247
Power is estimated from default activity; no workload was simulated.
